[design/flow/design.v]
`timescale 1ns / 1ps
module alu(A,B,add,inc,neg,sub,out,Z,N);
    input [31:0] A;
    input [31:0] B;
    input add, inc, neg, sub;
    output [31:0] out;
    output Z,N;
    wire [1:0] select;
    wire [31:0] outA;
    wire [31:0] outB;
    wire [31:0] neg_A;
    wire [31:0] out_adder;
    wire not_sub, carry;
    not(not_sub, sub);
    and(select[0], inc, not_sub);
    nor(select[1], add, inc);
    negate negate_A(A, neg_A);
    threeToOne mux_A(A, neg_A, select, outA);
    twoToOne mux_B(B, neg, outB);
    adder_32 addAB(.A(outA), .B(outB), .cout(carry), .sum(out));
    nor(Z, out[0], out[1], out[2], out[3], out[4], out[5], out[6], out[7], out[8], out[9], out[10], out[11],
        out[12], out[13], out[14], out[15], out[16], out[17], out[18], out[19], out[20], out[21], out[22],
        out[23], out[24], out[25], out[26], out[27], out[28], out[29], out[30], out[31]);
        assign N = out[31];
endmodule
module twoToOne(B,sel,out);
    input [31:0] B;
    input sel;
    output [31:0] out;
    wire notSel;
    not(notSel, sel);
    and(out[0], B[0], notSel);
    and(out[1], B[1], notSel);
    and(out[2], B[2], notSel);
    and(out[3], B[3], notSel);
    and(out[4], B[4], notSel);
    and(out[5], B[5], notSel);
    and(out[6], B[6], notSel);
    and(out[7], B[7], notSel);
    and(out[8], B[8], notSel);
    and(out[9], B[9], notSel);
    and(out[10], B[10], notSel);
    and(out[11], B[11], notSel);
    and(out[12], B[12], notSel);
    and(out[13], B[13], notSel);
    and(out[14], B[14], notSel);
    and(out[15], B[15], notSel);
    and(out[16], B[16], notSel);
    and(out[17], B[17], notSel);
    and(out[18], B[18], notSel);
    and(out[19], B[19], notSel);
    and(out[20], B[20], notSel);
    and(out[21], B[21], notSel);
    and(out[22], B[22], notSel);
    and(out[23], B[23], notSel);
    and(out[24], B[24], notSel);
    and(out[25], B[25], notSel);
    and(out[26], B[26], notSel);
    and(out[27], B[27], notSel);
    and(out[28], B[28], notSel);
    and(out[29], B[29], notSel);
    and(out[30], B[30], notSel);
    and(out[31], B[31], notSel);
endmodule
module adder(A, B, cin, out, cout);
    input A,B,cin;
    output out, cout;
    wire xor_out, andAB_out, cin_and_out;
    xor(xor_out, A, B);
    xor(out, xor_out, cin);
    and(cin_and_out, cin, xor_out);
    and(andAB_out, A, B);
    or(cout, andAB_out, cin_and_out);
endmodule
module adder_32(A,B,cout,sum);
    input [31:0] A;
    input [31:0] B;
    output [31:0] sum;
    output cout;
    wire c0, c1, c2, c3, c4, c5, c6, c7, c8, c9, c10, c11, c12, c13, c14, c15, c16, c17, c18, c19, c20, c21, c22, c23, c24, c25, c26, c27, c28, c29, c30, c31;
    adder adder_1(A[0], B[0], 1'b0, sum[0], c0);
    adder adder_2(A[1], B[1], c0, sum[1], c1);
    adder adder_3(A[2], B[2], c1, sum[2], c2);
    adder adder_4(A[3], B[3], c2, sum[3], c3);
    adder adder_5(A[4], B[4], c3, sum[4], c4);
    adder adder_6(A[5], B[5], c4, sum[5], c5);
    adder adder_7(A[6], B[6], c5, sum[6], c6);
    adder adder_8(A[7], B[7], c6, sum[7], c7);
    adder adder_9(A[8], B[8], c7, sum[8], c8);
    adder adder_10(A[9], B[9], c8, sum[9], c9);
    adder adder_11(A[10], B[10], c9, sum[10], c10);
    adder adder_12(A[11], B[11], c10, sum[11], c11);
    adder adder_13(A[12], B[12], c11, sum[12], c12);
    adder adder_14(A[13], B[13], c12, sum[13], c13);
    adder adder_15(A[14], B[14], c13, sum[14], c14);
    adder adder_16(A[15], B[15], c14, sum[15], c15);
    adder adder_17(A[16], B[16], c15, sum[16], c16);
    adder adder_18(A[17], B[17], c16, sum[17], c17);
    adder adder_19(A[18], B[18], c17, sum[18], c18);
    adder adder_20(A[19], B[19], c18, sum[19], c19);
    adder adder_21(A[20], B[20], c19, sum[20], c20);
    adder adder_22(A[21], B[21], c20, sum[21], c21);
    adder adder_23(A[22], B[22], c21, sum[22], c22);
    adder adder_24(A[23], B[23], c22, sum[23], c23);
    adder adder_25(A[24], B[24], c23, sum[24], c24);
    adder adder_26(A[25], B[25], c24, sum[25], c25);
    adder adder_27(A[26], B[26], c25, sum[26], c26);
    adder adder_28(A[27], B[27], c26, sum[27], c27);
    adder adder_29(A[28], B[28], c27, sum[28], c28);
    adder adder_30(A[29], B[29], c28, sum[29], c29);
    adder adder_31(A[30], B[30], c29, sum[30], c30);
    adder adder_32(A[31], B[31], c30, sum[31], cout);
endmodule
module negate(A, out);
    input [31:0] A;
    output [31:0] out;
    wire [31:0] negA;
    wire cout;
    not(negA[0], A[0]);
    not(negA[1], A[1]);
    not(negA[2], A[2]);
    not(negA[3], A[3]);
    not(negA[4], A[4]);
    not(negA[5], A[5]);
    not(negA[6], A[6]);
    not(negA[7], A[7]);
    not(negA[8], A[8]);
    not(negA[9], A[9]);
    not(negA[10], A[10]);
    not(negA[11], A[11]);
    not(negA[12], A[12]);
    not(negA[13], A[13]);
    not(negA[14], A[14]);
    not(negA[15], A[15]);
    not(negA[16], A[16]);
    not(negA[17], A[17]);
    not(negA[18], A[18]);
    not(negA[19], A[19]);
    not(negA[20], A[20]);
    not(negA[21], A[21]);
    not(negA[22], A[22]);
    not(negA[23], A[23]);
    not(negA[24], A[24]);
    not(negA[25], A[25]);
    not(negA[26], A[26]);
    not(negA[27], A[27]);
    not(negA[28], A[28]);
    not(negA[29], A[29]);
    not(negA[30], A[30]);
    not(negA[31], A[31]);
    adder_32 add_32(.A(negA), .B(1), .cout(cout), .sum(out));
endmodule
module threeToOne(A, negA, sel, out);
    input [31:0] A;
    input [31:0] negA;
    input [1:0] sel;
    output [31:0] out;
    wire [31:0] out1;
    wire [31:0] out2;
    wire [31:0] out3;
    wire notSel0, notSel1;
    not(notSel0, sel[0]);
    not(notSel1, sel[1]);
    and(out1[0], A[0], notSel0, notSel1);
    and(out1[1], A[1], notSel0, notSel1);
    and(out1[2], A[2], notSel0, notSel1);
    and(out1[3], A[3], notSel0, notSel1);
    and(out1[4], A[4], notSel0, notSel1);
    and(out1[5], A[5], notSel0, notSel1);
    and(out1[6], A[6], notSel0, notSel1);
    and(out1[7], A[7], notSel0, notSel1);
    and(out1[8], A[8], notSel0, notSel1);
    and(out1[9], A[9], notSel0, notSel1);
    and(out1[10], A[10], notSel0, notSel1);
    and(out1[11], A[11], notSel0, notSel1);
    and(out1[12], A[12], notSel0, notSel1);
    and(out1[13], A[13], notSel0, notSel1);
    and(out1[14], A[14], notSel0, notSel1);
    and(out1[15], A[15], notSel0, notSel1);
    and(out1[16], A[16], notSel0, notSel1);
    and(out1[17], A[17], notSel0, notSel1);
    and(out1[18], A[18], notSel0, notSel1);
    and(out1[19], A[19], notSel0, notSel1);
    and(out1[20], A[20], notSel0, notSel1);
    and(out1[21], A[21], notSel0, notSel1);
    and(out1[22], A[22], notSel0, notSel1);
    and(out1[23], A[23], notSel0, notSel1);
    and(out1[24], A[24], notSel0, notSel1);
    and(out1[25], A[25], notSel0, notSel1);
    and(out1[26], A[26], notSel0, notSel1);
    and(out1[27], A[27], notSel0, notSel1);
    and(out1[28], A[28], notSel0, notSel1);
    and(out1[29], A[29], notSel0, notSel1);
    and(out1[30], A[30], notSel0, notSel1);
    and(out1[31], A[31], notSel0, notSel1);
    and(out2[0], negA[0], notSel0, sel[1]);
    and(out2[1], negA[1], notSel0, sel[1]);
    and(out2[2], negA[2], notSel0, sel[1]);
    and(out2[3], negA[3], notSel0, sel[1]);
    and(out2[4], negA[4], notSel0, sel[1]);
    and(out2[5], negA[5], notSel0, sel[1]);
    and(out2[6], negA[6], notSel0, sel[1]);
    and(out2[7], negA[7], notSel0, sel[1]);
    and(out2[8], negA[8], notSel0, sel[1]);
    and(out2[9], negA[9], notSel0, sel[1]);
    and(out2[10], negA[10], notSel0, sel[1]);
    and(out2[11], negA[11], notSel0, sel[1]);
    and(out2[12], negA[12], notSel0, sel[1]);
    and(out2[13], negA[13], notSel0, sel[1]);
    and(out2[14], negA[14], notSel0, sel[1]);
    and(out2[15], negA[15], notSel0, sel[1]);
    and(out2[16], negA[16], notSel0, sel[1]);
    and(out2[17], negA[17], notSel0, sel[1]);
    and(out2[18], negA[18], notSel0, sel[1]);
    and(out2[19], negA[19], notSel0, sel[1]);
    and(out2[20], negA[20], notSel0, sel[1]);
    and(out2[21], negA[21], notSel0, sel[1]);
    and(out2[22], negA[22], notSel0, sel[1]);
    and(out2[23], negA[23], notSel0, sel[1]);
    and(out2[24], negA[24], notSel0, sel[1]);
    and(out2[25], negA[25], notSel0, sel[1]);
    and(out2[26], negA[26], notSel0, sel[1]);
    and(out2[27], negA[27], notSel0, sel[1]);
    and(out2[28], negA[28], notSel0, sel[1]);
    and(out2[29], negA[29], notSel0, sel[1]);
    and(out2[30], negA[30], notSel0, sel[1]);
    and(out2[31], negA[31], notSel0, sel[1]);
    and(out3[0], 1, sel[0], notSel1);
    and(out3[1], 0, sel[0], notSel1);
    and(out3[2], 0, sel[0], notSel1);
    and(out3[3], 0, sel[0], notSel1);
    and(out3[4], 0, sel[0], notSel1);
    and(out3[5], 0, sel[0], notSel1);
    and(out3[6], 0, sel[0], notSel1);
    and(out3[7], 0, sel[0], notSel1);
    and(out3[8], 0, sel[0], notSel1);
    and(out3[9], 0, sel[0], notSel1);
    and(out3[10], 0, sel[0], notSel1);
    and(out3[11], 0, sel[0], notSel1);
    and(out3[12], 0, sel[0], notSel1);
    and(out3[13], 0, sel[0], notSel1);
    and(out3[14], 0, sel[0], notSel1);
    and(out3[15], 0, sel[0], notSel1);
    and(out3[16], 0, sel[0], notSel1);
    and(out3[17], 0, sel[0], notSel1);
    and(out3[18], 0, sel[0], notSel1);
    and(out3[19], 0, sel[0], notSel1);
    and(out3[20], 0, sel[0], notSel1);
    and(out3[21], 0, sel[0], notSel1);
    and(out3[22], 0, sel[0], notSel1);
    and(out3[23], 0, sel[0], notSel1);
    and(out3[24], 0, sel[0], notSel1);
    and(out3[25], 0, sel[0], notSel1);
    and(out3[26], 0, sel[0], notSel1);
    and(out3[27], 0, sel[0], notSel1);
    and(out3[28], 0, sel[0], notSel1);
    and(out3[29], 0, sel[0], notSel1);
    and(out3[30], 0, sel[0], notSel1);
    and(out3[31], 0, sel[0], notSel1);
    assign out = (out1 | out2 | out3);
endmodule
[design/flow/run.sh]
#!/bin/bash
# OpenROAD 26Q1-2900-gdf79404cd8, Yosys 0.63+post, stock flow scripts
make -C /OpenROAD-flow-scripts/flow DESIGN_CONFIG=/design/flow/config.mk WORK_HOME=/design/flow/orfs finish
[design/flow/constraint.sdc]
current_design alu

set clk_period 26.0
set clk_io_pct 0.2

create_clock -name clk0 -period $clk_period

set non_clock_inputs [all_inputs -no_clocks]
set_input_delay [expr $clk_period * $clk_io_pct] -clock clk0 $non_clock_inputs
set_output_delay [expr $clk_period * $clk_io_pct] -clock clk0 [all_outputs]
[design/flow/config.mk]
export PLATFORM = sky130hd
export DESIGN_NAME = alu
export DESIGN_NICKNAME = alu
export VERILOG_FILES = /design/flow/design.v
export SDC_FILE = /design/flow/constraint.sdc
export NUM_CORES = 4
export LEC_CHECK = 1
export CORE_UTILIZATION = 30
==> results.sh <==
# physical design summary
export IMPL_nClkBuffers=0
export IMPL_syn_inst=286
export IMPL_p_switching_mw=0.02209
export IMPL_switching_share_pct=36.13
export IMPL_setup_violations=0
export IMPL_flops=0
export IMPL_cpMostUsedCell="fa_1"
export IMPL_fmax_mhz=42.62
export IMPL_grt_overflow=0
export IMPL_min_period_ns=23.47
export IMPL_status="finished, final reports clean"
export IMPL_p_int_mw=0.03905
export IMPL_setup_tns_ns=0
export IMPL_ioPinCount=102
export IMPL_pwr_share_seq_pct=0
export IMPL_topCombFamilyByArea="adder cells"
export IMPL_drt_iter0_markers=58
export IMPL_synthMuxAreaShare_pct=0
export IMPL_p_clk_share_pct=0
export IMPL_min_path_cells=5
export IMPL_critPathMaxFanout=36
export IMPL_via_per_inst=4.286
export IMPL_synthAdderAreaFrac_pct=46.33
export IMPL_ys_sh_simple_pct=24.69
export IMPL_synth_area_mm2=0.002133
export IMPL_num_rows=30
export IMPL_drt_total_wl_mm=4.993
export IMPL_grt_start_max_net_pins=37
export IMPL_fp_util_pct=31.23
export IMPL_instances_no_fill=444
export IMPL_power_density_mw_per_mm2=20.23
export IMPL_final_antenna_net_count=0
export IMPL_holdPathEnd="out[5]"
export IMPL_postCtsHoldBufs=0
export IMPL_synthToLayoutAreaGrowth_pct=41.70
export IMPL_yosys_warnings=0
export IMPL_hpwl_mm=4.397
export IMPL_xor_share_pct=0.4106
export IMPL_cp_slowest_cell="fa_1"
export IMPL_antenna_cells=0
export IMPL_ys_cells=286
export IMPL_grt_pass1_vias=1889
export IMPL_drive_gt1_share_pct=2.011
export IMPL_hold_violations=0
export IMPL_worst_ep_arrival_time_ns=18.27
export IMPL_cp_required_ns=20.80
export IMPL_core_area_mm2=0.006832
export IMPL_slew_viol_final=0
export IMPL_place_congestion=0.8342
export IMPL_synth_chip_area_mm2=0.002133
export IMPL_top_cell_area_share_pct=28.15
export IMPL_rsz0062_at_grt="false"
export IMPL_post_cts_buffers=0
export IMPL_groute_usage_overall_pct=14.87
export IMPL_min_from="B[5]"
export IMPL_p_comb_share_pct=100.0
export IMPL_top_cells_by_count="nand2_1, inv_1, buf_4, ha_1, fa_1"
export IMPL_yosysTopAreaCell="fa_1"
export IMPL_synth_compound_area_share_pct=8.446
export IMPL_antenna_found_initial=0
export IMPL_cap_violations=0
export IMPL_avgRoutedWirePerCell_um=11.25
export IMPL_critical_path_startpoint_type="primary input"
export IMPL_num_vias=1903
export IMPL_top_cell="nand2_1"
export IMPL_portBuffers=102
export IMPL_drc=0
export IMPL_dieHeight_um=86.33
export IMPL_p_leak_nw=1.432
export IMPL_syn_area_per_cell_um2=7.459
export IMPL_dr_pass1_iters=4
export IMPL_ys_seq_share_pct=0
export IMPL_fillers=704
export IMPL_die_w_um=86.33
export IMPL_synth_distinct_cells=24
export IMPL_tightestPinTransition_ns=0.3384
export IMPL_crit_type="primary input to primary output"
export IMPL_log_warning_count=32
export IMPL_slew_headroom_pct=77.23
export IMPL_post_cts_resized=0
export IMPL_critPathCaptureType="primary output"
export IMPL_dp_cells=444
export IMPL_area_leaders="fa_1, ha_1, buf_4"
export IMPL_fin_crit_sh_pct=90.25
export IMPL_hold_path_class="primary input to primary output"
export IMPL_cpPeakStageDelay_ns=0.49
export IMPL_grt_pass1_wl_mm=8.659
export IMPL_dieArea_mm2=0.007452
export IMPL_peakVddDrop_uv=9.455
export IMPL_regArea_um2=0
==> area by class of cell <==
type / instances / area, µm² / share of cell area [%]
Timing Repair Buffer: 106 / 1051 / 34.77
Inverter: 38 / 142.6 / 4.719
Tap cell: 96 / 120.1 / 3.974
Multi-Input combinational cell: 204 / 1709 / 56.54
==> placed cells by master (no fill, tap or decap), drive strengths merged, types with 2 or more instances in the layout <==
master and n:
nand2b 6, fa 30, nor2b 28, inv 38, ha 31, nand4 2
clkdlybuf4s50 102, nor4 7, o21ai 5, a21oi 24, buf 4, nand2 60
==> how the worst max path moves through the flow <==
stage         slack, ns  start  endpoint  cells past startpoint
finish             2.53    inc         Z                     40
global route       1.80    inc         Z                     40
CTS                2.49    sub         Z                     40
==> routing by layer <==
layer / global-route usage (%) / part of all wire, % / wire (µm) / up-vias
li1: - / - / - / 990
met1: 21.76 / 46 / 2287 / 830
met2: 24.39 / 45 / 2225 / 83
met3: 3.768 / 9.6 / 480 / 0
met4: 0 / 0 / 0 / 0
met5: 0 / 0 / 0 / -
==> through the flow <==
stage	worst slack (ns)	instance area (µm²)	hold WS (ns)	power, mW	utilization [%]
after floorplan	3.773	2133	10.63	0.03759	-
after global placement	2.613	3023	11.49	0.06206	44.25
after detailed placement	2.529	3023	11.49	0.06201	44.25
after CTS	2.495	3023	11.49	0.06245	44.25
after global routing	1.803	3023	11.55	0.06934	44.25
final	2.535	3023	11.48	0.06114	44.25
==> cell families (layout without fill, tap and decap cells) <==
family	count (synthesis)	after routing
adders and majority gates	61	61
and+or+nand+nor	109	109
buffers and inverters	82	144
AOI/OAI and AO/OA	33	33
xor gates and xnor gates	1	1
==> power groups by stage <==
stage     logic (mW)  registers [mW]  clock network, mW
4_1_cts       0.0625               0                  0
5_1_grt       0.0693               0                  0
6_report      0.0611               0                  0
==> worst max-delay path: cells and delay by family <==
family                     cells  cell delay, ns
adders and majority gates     30           10.85
buffers and inverters          4            1.30
AOI/OAI and AO/OA              2            0.29
and+or+nand+nor                4            0.61
No activity file was given, so power comes from the tool's default toggle rates.
