### design/flow/config.mk
export PLATFORM = sky130hd
export DESIGN_NAME = instruction_memory
export DESIGN_NICKNAME = instruction_memory
export VERILOG_FILES = /design/flow/design.v
export SDC_FILE = /design/flow/constraint.sdc
export NUM_CORES = 4
export LEC_CHECK = 1
export CORE_AREA = 10 10 88 88
export DIE_AREA = 0 0 98 98
export SYNTH_MEMORY_MAX_BITS = 65536
### design/flow/constraint.sdc
current_design instruction_memory

set clk_period 1.7
set clk_io_pct 0.2

create_clock -name clk0 -period $clk_period [get_ports {clk}]

set non_clock_inputs [all_inputs -no_clocks]
set_input_delay [expr $clk_period * $clk_io_pct] -clock clk0 $non_clock_inputs
set_output_delay [expr $clk_period * $clk_io_pct] -clock clk0 [all_outputs]
### design/flow/design.v
`timescale 1ns / 1ps
module instruction_memory(output reg [31:0] instruction, input [7:0] address, input clk);
reg [31:0] instructionMem [255:0];
initial
begin
    instructionMem[0] = 32'b1111_001100__000000_000000_0000011001;
    instructionMem[1] = 32'b0100_000101_000010_000011_0000000000;
    instructionMem[2] = 32'b1111_001001_000000_000000_0000000010;
    instructionMem[3] = 32'b1111_001010_000000_000000_0000001011;
    instructionMem[4] = 32'b1110_000110_000010_000000_0000000000;
    instructionMem[5] = 32'b0000_000000_000000_000000_0000000000;
    instructionMem[6] = 32'b0000_000000_000000_000000_0000000000;
    instructionMem[7] = 32'b0111_000111_000110_000100_0000000000;
    instructionMem[8] = 32'b1011_000000_001010_000000_0000000000;
    instructionMem[9] = 32'b0000_000000_000000_000000_00000000000;
    instructionMem[10] = 32'b0111_000100_000100_000100_0000000000;
    instructionMem[11] = 32'b0000_000000_000000_000000_0000000000;
    instructionMem[12] = 32'b0000_000000_000000_000000_0000000000;
    instructionMem[13] = 32'b0100_000100_000100_000110_0000000000;
    instructionMem[14] = 32'b0101_000010_000010_000000_0000000001;
    instructionMem[15] = 32'b0000_000000_000000_000000_0000000000;
    instructionMem[16] = 32'b0000_000000_000000_000000_0000000000;
    instructionMem[17] = 32'b0111_001000_000010_000101_0000000000;
    instructionMem[18] = 32'b1011_000000_001001_000000_0000000000;
    instructionMem[19] = 32'b0000_000000_000000_000000_0000000000;
    instructionMem[20] = 32'b1000_000000_001100_000000_0000000000;
    instructionMem[21] = 32'b0000_000000_000000_000000_0000000000;
    instructionMem[22] = 32'b0000_000000_000000_000000_0000000000;
    instructionMem[23] = 32'b0000_000000_000000_000000_0000000000;
    instructionMem[24] = 32'b0000_000000_000000_000000_0000000000;
    instructionMem[25] = 32'b0011_000000_000000_000100_0000000000;
    instructionMem[26] = 32'b0110_001101_000100_000000_0000000000;
    instructionMem[27] = 32'b0000_000000_000000_000000_0000000000;
    instructionMem[28] = 32'b0000_000000_000000_000000_0000000000;
    instructionMem[29] = 32'b0100_001111_001101_000100_0000000000;
    instructionMem[30] = 32'b1001_000000_000000_000000_0000000000;
end
always@(negedge  clk)
begin
    instruction = instructionMem[address];
end
endmodule
### design/flow/run.sh
#!/bin/bash
# OpenROAD 26Q1-2900-gdf79404cd8, Yosys 0.63+post, stock flow scripts
make -C /OpenROAD-flow-scripts/flow DESIGN_CONFIG=/design/flow/config.mk WORK_HOME=/design/flow/orfs finish
==> flow_summary.ini <==
; physical design summary
[pwr]
p_clk_share_pct = 35.8
p_total_w = 0.00131
p_switching_w = 0.000412
swShare_pct = 31.5
leakage_nw = 0.962
irDropWorstVdd_uv = 255
seq_power_share_pct = 37.1
intPower_w = 0.000895
power_per_cell_area_nw_per_um2 = 668
comb_power_share_pct = 27.0

[synthesis]
flop_cell = dfxtp_1
synth_flops = 19
ys_seq_share_pct = 32.4
netlist_area_um2 = 1170
synth-async-reset-ratio_pct = 0
ys_types = 42
syn-mean-instance-area_um2 = 9.46
synth_stat.cells = 124
edf_count = 0
yosysWarningCount = 1
synthCells = 124
yosys_area_um2 = 1170

[grt]
first_global_vias = 1190
grtUsageTotal_pct = 6.13
grt_pass1_wl_um = 5240
grt_overflow_total = 0
grt_max_degree = 14
grt_antenna_before_repair = 0

[setup_path]
worst-path-max-fanout = 6
worstSetupEndpointType = register
path_class = in2reg
cp.required_ps = 1100
worstPathArrival_ps = 1360
start_kind = input pin

[final_layout]
register_area_um2 = 382
fillers = 584
drive_gt1_share_pct = 52.7
syn2layout_area_growth_pct = 66.7
layout.area.comb_um2 = 792
largest_reg_flops = 19

[routing]
diodes = 0
drtIter0Drc = 48
drc_errors = 0
postRouteAntennaNets = 0
firstDrtPassIters = 4
vias = 1103
wl_per_cell_um = 12.2
drt-total-wl_um = 3360
avgViaCountPerCell = 4.00

[floorplanning]
dieArea_um2 = 9600
fp.dieW_um = 98
ioPinCount = 41
core_um2 = 5920
fp-utilization_pct = 19.8
die_h_um = 98
std_cell_rows = 28

[cts]
cts.htree.levels = 1
clockRootBuffer = clkbuf_8
cts_tree = done
cts.sinks = 19
cts_buffers = 3
max-clock-path-buffers = 2
path_clk_slew_ps = 30

[sta]
hold_violations = 0
finalSetupViolations = 35
slew_violations = 0
rsz0062_at_grt = yes
fin_tns_setup_ps = -6170
hold_slack_ps = 1280
fin_ws_ps = -264

[flow_run]
log.warning_count = 56
drv_cap = 0

[min_path]
hold_end = instruction[10]
min_path_type = in2reg
hold_depth = 3
hold_path.startpoint = address[2]

[outcome]
violations = negative setup slack
status = finished with violations

[placement]
portBuffers = 24
hpwlAfterDp_um = 2300
preCtsSetupSlack_ps = -1060
place.gp.congestion = 0.853
-- power by group through the flow --
stage / Clock, W / Sequential (W) / Combinational (W)
4_1_cts: 0.000491 / 0.000486 / 0.000323
6_report: 0.000468 / 0.000485 / 0.000353
5_1_grt: 0.000555 / 0.000487 / 0.000383
-- cell usage in the layout, fill, tap and decap left out, types with 3 or more instances in the layout --
cell type and n:
buf_12 3, buf_2 19, buf_4 28, buf_6 9, clkbuf_8 3, conb_1 13, dfxtp_1 18, ha_4 3
inv_1 20, mux2i_1 4, nand2b_1 4, nor2_1 5, o21ai_1 5, o21ai_2 3
-- layer usage --
metal | track usage (%) | share of wire [%] | wire [um]
met1 | 7.32 | 45 | 1520
met2 | 10.0 | 47 | 1590
met3 | 2.13 | 5.9 | 197
met4 | 2.13 | 1.6 | 55
met5 | 0 | 0 | 0
-- timing repair --
item	in CTS	in global routing
hold buffers	0	0
gates cloned	1	1
pin swaps	13	10
endpoints found under the setup margin	38	37
resized	119	18
buffers inserted	13	6
-- how the worst max path moves through the flow --
stage / cells after the start / startpoint / to / slack [ps]
4_1_cts: 8 / address[1] / instruction[22] / -330
5_1_grt: 7 / address[0] / instruction[22] / -280
6_report: 7 / address[1] / instruction[30] / -260
-- kinds of logic after synthesis --
kind of cell,count (synthesis),share of synthesized area [%]
compound gates,26,17.1
xor+xnor,1,0.746
fa+ha+maj,7,7.46
buf+inv,26,16.5
flops,19,32.4
mux,7,6.18
other cells,1,0.320
simple gates,37,19.3
-- per-stage QoR --
step           instances  instance area [um2]  util, %
3_5_place_dp         235                 1600     27.0
4_1_cts              271                 1860     31.4
5_1_grt              276                 1960     33.1
6_report             276                 1960     33.1
3_3_place_gp         235                 1600     27.0
2_1_floorplan        136                 1300        -
-- worst max-delay path, stage by stage --
cell,delay (ps)
buf_12,100
inv_12,40
ha_4,260
buf_6,120
xor2_1,150
a21o_1,180
a22oi_2,180
-- Yosys cell counts, types with 3 or more instances --
cell	number	area share, %
buf_4	15	9.6
buf_6	5	4.8
dfxtp_1	19	32
ha_1	7	7.5
inv_1	4	1.3
mux2i_1	5	4.3
nand2_1	4	1.3
nand2b_1	4	2.1
nor2_1	9	2.9
o21ai_0	5	2.1
o21ai_1	3	1.3
-- layout make-up --
type,instances,area share (%)
Clock inverter,20,3.84
Inverter,3,1.60
Multi-Input combinational cell,91,40.5
Timing Repair Buffer,65,27.7
Sequential cell,19,19.5
Clock buffer,3,2.11
Tap cell,75,4.80
Power figures rest on the tool's default switching activity, not on a simulated workload.
