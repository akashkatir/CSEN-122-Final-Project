`./design.v`:
```
`timescale 1ns / 1ps
module register_file(output reg [31:0] rt_out, 
                    output reg [31:0] rs_out, 
                    input [31:0] data_in, 
                    input [5:0] rd, 
                    input [5:0] rt, 
                    input [5:0] rs, 
                    input write, 
                    input clk );
reg [31:0] registers [63:0] ;
initial
begin
    registers[0] = 0;
    registers[1] = 0;
    registers[2] = 2;  
    registers[3] = 5 ;  
    registers[4] = 0;
    registers[5] = 0;
    registers[6] = 0;
    registers[7] = 0;
    registers[8] = 0;
    registers[9] = 0;
    registers[10] = 0;
    registers[11] = 0;
    registers[12] = 0;
    registers[13] = 0;
    registers[14] = 0;
    registers[15] = 1000;
end
always@(negedge clk)
begin
    rt_out = registers[rt];
    rs_out = registers[rs];
    if(write)begin
        registers[rd] = data_in;
    end
end
endmodule
```
`./run.sh`:
```
#!/bin/bash
# OpenROAD 26Q1-2900-gdf79404cd8, Yosys 0.63+post, stock flow scripts
make -C /OpenROAD-flow-scripts/flow DESIGN_CONFIG=/design/flow/config.mk WORK_HOME=/design/flow/orfs finish
```
`./config.mk`:
```
export PLATFORM = sky130hd
export DESIGN_NAME = register_file
export DESIGN_NICKNAME = register_file
export VERILOG_FILES = /design/flow/design.v
export SDC_FILE = /design/flow/constraint.sdc
export NUM_CORES = 4
export LEC_CHECK = 1
export CORE_UTILIZATION = 30
```
`./constraint.sdc`:
```
current_design register_file

set clk_period 7.8
set clk_io_pct 0.2

create_clock -name clk0 -period $clk_period [get_ports {clk}]

set non_clock_inputs [all_inputs -no_clocks]
set_input_delay [expr $clk_period * $clk_io_pct] -clock clk0 $non_clock_inputs
set_output_delay [expr $clk_period * $clk_io_pct] -clock clk0 [all_outputs]
```
==> results.txt <==
Implementation results

The worst slew margin relative to its limit is -7.091%. Detailed placement reports a standard cell area of 106700 um2. The share of synthesized area occupied by flip-flops and latches is 66.45%. The kind of cell adding the most delay to the critical path is flip-flops. The most common logic cell in the final layout is sky130_fd_sc_hd__inv_1.

The initial antenna violation count is 22. The post-synthesis register bit count is 2112. Setup violations remaining at the end of the flow were counted as 1. Before placement the cells fill 30.22% of the core. The wire length of the first global-routing pass is 460200 um. In the routed design, unresolved DRC markers number 0. In this run the worst path has a maximum fanout of 14. The count of library flops with an enable pin is 2048.

Summed over all layers, the global routing overflow is 0. The vertical extent of the die is 563.2 um. The final core area utilization is 39.19%. Note that the worst hold path type here is register to register.

The final clock skew is 0.05207 ns. The checks that failed: max-capacitance violations, max-slew violations, negative setup slack. Of the cells placed in the final design, the portion with a size suffix greater than 1 is 29.13%.

The root buffer cell is sky130_fd_sc_hd__clkbuf_16. The worst setup path is launched from a register. The total number of yosys warnings is 1.

The TritonCTS sink count is 2112. The most common logic cells in the final layout are 2160 x sky130_fd_sc_hd__inv_1, 2048 x sky130_fd_sc_hd__edfxtp_1, 1032 x sky130_fd_sc_hd__mux4_2, 387 x sky130_fd_sc_hd__buf_4, 229 x sky130_fd_sc_hd__clkbuf_16. The master of the slowest instance on the critical path is sky130_fd_sc_hd__dfxtp_1. The biggest area contributor in the post-synthesis netlist is sky130_fd_sc_hd__edfxtp_1.

In the final layout, the fill cell count is 27362. The number of buffers created by CTS is 227. The CTS tree is built.

The total number of vias is 60349. STA puts the critical path data required time at 6.24 ns. After detailed routing, the average wire length per cell comes to 28.20 um. The worst-margin pin slew is 1.597 ns.

The pre-CTS setup slack is -0.5706 ns. Per the summary, power density relative to cell area is 248.3 nW/um2. In this run the number of H-tree levels came out at 4. The count of cell types in the netlist is 44. The worst-case clock buffer depth is 3. In this run the tools logged warnings totalling 1028. The maximum ir drop on the vdd rail is 0.0002559 V. The floorplan step set the die width to 563.2 um. The post-synthesis average cell area is 21.02 um2. The final hold violation count is 0. The final weighted congestion in routability-driven placement is 0.8978.

The count of nets left with antenna violations once routing finished came out at 0. With fillers left out, the area of the finished cells amounts to 122500 um2. The row count is 205.

The run finished, with violations left. The share of synthesized area in the top cell type comes to 65.09%. Counting flops with an async set or reset pin after synthesis yields a share of 0%. The number of global-route vias before repair came to 71100. The flip-flop cell with the highest count after synthesis is sky130_fd_sc_hd__edfxtp_1. The number of cells in the yosys synthesis report is 4494.

STA classifies the critical path endpoint as an output pin. The iteration count of the initial detailed-routing pass is 6. The worst setup margin is -0.03627 ns. In the CTS report, the clock slew at the register clock pins of the worst setup and hold paths is listed as 0.04 ns. The number of buffers and inverters on the critical path is 1. Once iteration 0 of detailed routing completed, the report listed 3328 DRC markers. The area enclosed by the die boundary is 317200 um2. Power comes to 0.03042 W.

The detailed router reported a total wirelength of 325600 um. Per STA, the worst path is made up of clkdlybuf4s50_1. The cell area that synthesis handed to floorplanning was 94480 um2.

The max-cap check violation count is 1. The clock reaches the later pin of the worst-skew pair after 0.85 ns. The synthesis area per yosys is 94480 um2. The maximum number of pins on one net before global-route repair is 65.

The arrival time of the worst setup path is 6.28 ns. The detailed-route vias per instance is 5.227. The count of pins on the block boundary is 116.

For this run, the total global-route usage over all layers was measured as 22.25%. Relative to the synthesized area, the layout overhead comes to 29.68%. Yosys attributes the largest share of cell area to sky130_fd_sc_hd__edfxtp_1 65%, sky130_fd_sc_hd__mux4_2 25%, sky130_fd_sc_hd__dfxtp_1 1.4%, sky130_fd_sc_hd__o22ai_1 1.3%, sky130_fd_sc_hd__mux2i_1 0.76%. The total half-perimeter wirelength after legalization and detailed placement is 211400 um.

The count of buffers added on input and output ports is 115. According to the floorplan report, the placeable core area is 312700 um2. The synthesized netlist handed to floorplanning was reported with a cell count of 4494.

Max-slew check failures listed in the final report amount to 2. For this run, the slowest stage of the critical path takes 0.91 ns. The analysis attributes to cell leakage a power of 47.07 nW. The critical path class is register to output pin.
## cells in the mapped netlist, types with 2 or more instances
cell and instances:
sky130_fd_sc_hd__buf_4 90, sky130_fd_sc_hd__a21oi_1 69, sky130_fd_sc_hd__nor2b_1 36, sky130_fd_sc_hd__nand2b_1 16
sky130_fd_sc_hd__nand4_1 2, sky130_fd_sc_hd__o211ai_1 2, sky130_fd_sc_hd__dfxtp_1 64, sky130_fd_sc_hd__or3_1 3
sky130_fd_sc_hd__nor2_1 126, sky130_fd_sc_hd__buf_6 17, sky130_fd_sc_hd__nor4_1 24, sky130_fd_sc_hd__nand3b_1 7
sky130_fd_sc_hd__clkbuf_1 152, sky130_fd_sc_hd__a211o_1 2, sky130_fd_sc_hd__and2_1 8, sky130_fd_sc_hd__o221ai_1 34
sky130_fd_sc_hd__or3b_2 4, sky130_fd_sc_hd__a211oi_1 25, sky130_fd_sc_hd__o22ai_1 194, sky130_fd_sc_hd__nand3_1 19
sky130_fd_sc_hd__mux4_2 1032, sky130_fd_sc_hd__o21a_1 4, sky130_fd_sc_hd__a221oi_1 59, sky130_fd_sc_hd__o21ai_0 20
sky130_fd_sc_hd__a22oi_1 69, sky130_fd_sc_hd__o31a_1 2, sky130_fd_sc_hd__nor3_1 29, sky130_fd_sc_hd__o22a_1 19
sky130_fd_sc_hd__a22o_1 62, sky130_fd_sc_hd__or2_2 5, sky130_fd_sc_hd__mux2i_1 72, sky130_fd_sc_hd__buf_1 31
sky130_fd_sc_hd__and3_1 12, sky130_fd_sc_hd__buf_2 75, sky130_fd_sc_hd__nand2_1 24, sky130_fd_sc_hd__edfxtp_1 2048
sky130_fd_sc_hd__o311ai_1 4, sky130_fd_sc_hd__a311oi_1 9, sky130_fd_sc_hd__mux2_2 6, sky130_fd_sc_hd__a21boi_0 2
sky130_fd_sc_hd__o21ai_1 6, sky130_fd_sc_hd__a31oi_1 8
## state kept, by name (all words and copies together) (netlist names)
register   cells
registers   2048
rs_out        32
rt_out        32
## per-layer routing
layer / vias up / global-route usage [%] / share of wire, %
li1: 25478 / - / -
met1: 29327 / 20.45 / 29
met2: 4798 / 31.40 / 46
met3: 707 / 20.61 / 19
met4: 39 / 12.67 / 5.6
met5: - / 2.319 / 0.34
## kinds of logic after synthesis
kind of cell	after synthesis	synth area share, %
AND/OR/NAND/NOR	316	1.654
buffers and inverters	366	2.046
AND-OR/OR-AND	590	4.422
flip-flops	2112	66.45
multiplexers	1110	25.43
## report_power, final
part / leakage (nW) / total, W / internal, W / switching [W]
Clock: 15.1 / 0.0153 / 0.00807 / 0.00723
Sequential: 19.0 / 0.0128 / 0.0127 / 0.000155
Combinational: 13.0 / 0.00229 / 0.00102 / 0.00127
## stage by stage
stage	cells	hold WS [ns]	TNS, ns
3_3_place_gp	8996	0.8613	-6.230
6_report	11546	0.8648	-0.03627
5_1_grt	11543	0.9258	-0.03901
2_1_floorplan	4494	0.8093	-145.39
3_5_place_dp	8997	0.8651	-5.788
4_1_cts	11523	0.8723	0
## path summary, 6_finish.rpt
| check | start | to | slack (ns) | cells past startpoint |
|---|---|---|---|---|
| max | rt_out[8] | rt_out[8] | -0.04 | 1 |
| max reg2reg | registers[58][9] | rs_out[9] | 5.55 | 4 |
| min | registers[4][0] | rt_out[0] | 0.86 | 4 |
| min reg2reg | registers[4][0] | rt_out[0] | 0.86 | 4 |
## worst register-to-register path, cell delays in order, from the launching register on
cell and delay [ns]:
sky130_fd_sc_hd__edfxtp_1 0.34, sky130_fd_sc_hd__mux4_2 0.24, sky130_fd_sc_hd__mux2i_1 0.09, sky130_fd_sc_hd__a211oi_1 1.29, sky130_fd_sc_hd__o22a_1 0.22
## area by class of cell
cell class	count	area (um2)	share of cell area [%]
Tap cell	4140	5180	4.228
Multi-Input combinational cell	2016	30340	24.76
Clock buffer	229	5731	4.677
Clock inverter	2298	10020	8.175
Antenna cell	23	57.56	0.04697
Sequential cell	2112	62780	51.24
Timing Repair Buffer	728	8421	6.873
## repair_timing
item,4_1_cts,5_1_grt
setup buffers,0,0
hold buffers,0,0
gates resized,1,1
endpoints found under the setup margin,1,1
Power is estimated from default activity; no workload was simulated.
